--- flow/design.v ---
module seg7 (bcd, leds);
	input logic [3:0] bcd;
	output logic [6:0] leds;
 always_comb begin
	case (bcd)
	4'b0000: leds = ~7'b0111111;  
	4'b0001: leds = ~7'b0000110;  
	4'b0010: leds = ~7'b1011011;  
	4'b0011: leds = ~7'b1001111;  
	4'b0100: leds = ~7'b1100110;  
	4'b0101: leds = ~7'b1101101;  
	4'b0110: leds = ~7'b1111101;  
	4'b0111: leds = ~7'b0000111;  
	4'b1000: leds = ~7'b1111111;  
	4'b1001: leds = ~7'b1101111;  
	default: leds = 7'b1111111;
	endcase
	end
endmodule 
--- flow/run.sh ---
#!/bin/bash
# OpenROAD 26Q1-2900-gdf79404cd8, Yosys 0.63+post, stock flow scripts
make -C /OpenROAD-flow-scripts/flow DESIGN_CONFIG=/design/flow/config.mk WORK_HOME=/design/flow/orfs finish
--- flow/config.mk ---
export PLATFORM = sky130hd
export DESIGN_NAME = seg7
export DESIGN_NICKNAME = seg7
export VERILOG_FILES = /design/flow/design.v
export SDC_FILE = /design/flow/constraint.sdc
export NUM_CORES = 4
export LEC_CHECK = 1
export CORE_AREA = 10 10 70 70
export DIE_AREA = 0 0 80 80
--- flow/constraint.sdc ---
current_design seg7

set clk_period 1.0
set clk_io_pct 0.2

create_clock -name clk0 -period $clk_period

set non_clock_inputs [all_inputs -no_clocks]
set_input_delay [expr $clk_period * $clk_io_pct] -clock clk0 $non_clock_inputs
set_output_delay [expr $clk_period * $clk_io_pct] -clock clk0 [all_outputs]
==> flow_summary_export.csv <==
group,metric,value,unit
logic_synthesis,syn_inst,33,
finish,seq_cell_count,0,
floorplan,initial_core_util,0.06154,
global_route,antenna_found_initial,0,
routing,topRoutingLayerUsed,"met3",
setup_path,slowest_stage,"or2b_1",
logic_synthesis,synth_seq_share,0,
global_route,grtUsageTotal,0.02632,
finish,layout_top_cells,"8 x buf_2, 7 x buf_4, 6 x buf_6, 4 x nor2_1, 3 x o21ai_1",
routing,m1WireLength,387,µm
logic_synthesis,ys_warn_count,1,
routing,avgViaCountPerCell,2.820,
sta,setup_ws,-0.3192,ns
routing,drt-initial-drc-count,12,
finish,nClkBuffers,0,
placement,dp_hpwl,572,µm
global_route,grt_start_max_net_pins,11,
status,outcome,"finished with violations",
setup_path,worstSetupEndpointType,"output pin",
logic_synthesis,synth_stat.cells,33,
sta,finalSetupTns,-1.535,ns
power_and_ir_drop,peakVddDrop,52.88,µV
routing,routed_wl,789,µm
setup_path,cp_num_buf_inv,4,
sta,tightest_slew,0.2750,ns
placement,gp_congestion,0.7532,
setup_path,cp.required,0.80,ns
placement,io_buffers,11,
power_and_ir_drop,powerDensity,355.1,nW/µm²
sta,fmax,758.0,MHz
finish,final_cells,100,
finish,lay_top_count,"buf_2",
sta,finalSetupViolations,7,
floorplan,die_x,80,µm
run,cap_violations,0,
setup_path,cp_common_cell,"buf_6",
routing,num_vias,282,
setup_path,crit_arrival,1.12,ns
setup_path,critPathTopFamily,"buffers and inverters",
sta,maxSlewViolCount,0,
setup_path,endpoint,"leds[3]",
logic_synthesis,netlist_area,210.2,µm²
logic_synthesis,ys_area,210.2,µm²
hold_path,min_path_type,"input port to output pin",
floorplan,ios,11,
status,violations,"setup timing",
routing,avgRoutedWirePerCell,7.890,µm
setup_path,crit_type,"input port to output pin",
setup_path,cp_cell_sequence,"buf_6 -> buf_6 -> or2b_1 -> buf_6 -> a21oi_4 -> a31oi_1 -> buf_2",
global_route,grt.overflow.total,0,
setup_path,critPathMaxStageDelay,0.24,ns
global_route,grt_pass1_vias,299,
logic_synthesis,synth_cell_types,13,
finish,fill_cells,392,
hold_path,whs_path_depth,4,
global_route,grt_pass1_wl,1393,µm
logic_synthesis,syn_area_per_cell,6.370,µm²
power_and_ir_drop,static-leakage-power,0.0002213,µW
routing,route.met2.wl,371,µm
sta,hold_viol,0,
sta,whs,0.8331,ns
routing,drc,0,
cts,ctsHoldBuffers,0,
finish,regArea,0,µm²
setup_path,startpoint,"bcd[1]",
routing,antennaDiodeCount,0,
floorplan,rows,21,
routing,ant_nets,0,
routing,wl_met3,29,µm
finish,area_delta_synth_final,142.3,%
sta,fin_crit,1.319,ns
floorplan,chipArea,6400,µm²
sta,finalClockPeriodUsage,1.319,
finish,utilization,0.1491,
floorplan,dieHeight,80,µm
setup_path,cp.depth,7,
routing,firstDrtPassIters,3,
finish,layout-drive-gt1-share,0.6667,
sta,slew_headroom,0.8167,
setup_path,cp-start-kind,"input port",
placement,placed_cells,95,
setup_path,cp_max_fo,4,
sta,rsz0062_at_grt,"true",
run,warnings,38,
floorplan,coreArea,3416,µm²
-- cell usage after synthesis (all sizes together) --
library cell	instances	share of area
nor2	5	0.089
or2	1	0.030
o21ai	6	0.14
nand2b	4	0.12
ha	5	0.30
inv	3	0.054
a21oi	3	0.089
buf	2	0.077
or2b	1	0.036
nand2	2	0.036
a31oi	1	0.030
-- cell type report --
| type | count | area, µm² | area share |
|---|---|---|---|
| multi-input cells | 28 | 256.5 | 0.5037 |
| repair buffers | 23 | 183.9 | 0.3612 |
| well taps | 46 | 57.56 | 0.1130 |
| inverters | 3 | 11.26 | 0.02211 |
-- metal layers --
metal / up-vias / GRT usage
met2: 6 / 0.04414
met3: 0 / 0.002273
li1: 150 / -
met1: 126 / 0.03757
met4: 0 / 0
met5: - / 0
-- worst min-delay path by stage --
| stage | slack [ns] | endpoint | start |
|---|---|---|---|
| finish | 0.83 | leds[4] | bcd[2] |
| global route | 0.88 | leds[4] | bcd[2] |
| CTS | 0.86 | leds[6] | bcd[3] |
-- what timing repair did --
| item | 4_1_cts | 5_1_grt |
|---|---|---|
| gates resized | 58 | 8 |
| endpoints found under the setup margin | 7 | 7 |
| setup buffers | 5 | 0 |
| pin swaps | 10 | 5 |
-- kinds of logic (layout without fill, tap and decap cells) --
family                   after synthesis  after routing  share of synthesized area
AND-OR/OR-AND                         10             10                     0.2619
adder cells (fa/ha/maj)                5              5                     0.2976
buffers and inverters                  5             26                     0.1309
AND/OR/NAND/NOR                       13             13                     0.3096
-- where the power goes --
group          switching (µW)  total (µW)  leakage, µW  internal (µW)
Clock                       0           0            0              0
Combinational            75.7         181     0.000221            105
Sequential                  0           0            0              0
-- stage by stage --
stage                     worst slack [ns]  power [µW]  area [µm²]
after floorplan                    0.01554       51.82       210.2
after global placement              -1.048       149.1       414.1
after detailed placement            -1.038       148.1       414.1
after CTS                          -0.3353       173.1       499.2
after global routing               -0.3675       204.7       509.2
final                              -0.3192       180.8       509.2
Power figures rest on the tool's default switching activity, not on a simulated workload.
