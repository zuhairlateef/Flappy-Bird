## design/flow/config.mk

```make
export PLATFORM = sky130hd
export DESIGN_NAME = led_matrix_driver
export DESIGN_NICKNAME = led_matrix_driver
export VERILOG_FILES = /design/flow/design.v
export SDC_FILE = /design/flow/constraint.sdc
export NUM_CORES = 4
export LEC_CHECK = 1
export CORE_AREA = 10 10 101 101
export DIE_AREA = 0 0 111 111
```

## design/flow/constraint.sdc

```tcl
current_design led_matrix_driver

set clk_period 5.2
set clk_io_pct 0.2

create_clock -name clk0 -period $clk_period [get_ports {clock}]

set non_clock_inputs [all_inputs -no_clocks]
set_input_delay [expr $clk_period * $clk_io_pct] -clock clk0 $non_clock_inputs
set_output_delay [expr $clk_period * $clk_io_pct] -clock clk0 [all_outputs]
```

## design/flow/design.v

```verilog
module led_matrix_driver (clock, red_array, green_array, red_driver, green_driver, row_sink);
	input clock;
	input [7:0][7:0] red_array, green_array;
	output reg [7:0] red_driver, green_driver, row_sink;
	reg [2:0] count; 
	always @(posedge clock)
		count <= count + 3'b001;
	always @(*)
		case (count) 
			3'b000: row_sink = 8'b11111110; 
			3'b001: row_sink = 8'b11111101;
			3'b010: row_sink = 8'b11111011; 
			3'b011: row_sink = 8'b11110111; 
			3'b100: row_sink = 8'b11101111;
			3'b101: row_sink = 8'b11011111; 
			3'b110: row_sink = 8'b10111111; 
			3'b111: row_sink = 8'b01111111;
		endcase
	assign red_driver = red_array[count];
	assign green_driver = green_array[count];
endmodule
```

## design/flow/run.sh

```bash
#!/bin/bash
# OpenROAD 26Q1-2900-gdf79404cd8, Yosys 0.63+post, stock flow scripts
make -C /OpenROAD-flow-scripts/flow DESIGN_CONFIG=/design/flow/config.mk WORK_HOME=/design/flow/orfs finish
```

==> out/metrics.yaml <==
synth_flops: 11
slew_violations: 0
cts_num_sinks: 11
grt_overflow: 0
antenna_found_initial: 0
worstPathArrival_ns: 2.71
drive_above_1_share_pct: 13.2
cts_buffers: 3
io_pins: 153
rsz0062_at_grt: "no"
hp-class: "register to register"
area_growth_pct: 118
ys_warn_count: 3
p_switching_uw: 43.8
clock_skew_ns: 0.00305
peakVddDrop_mv: 0.0569
grt_max_degree: 21
grt_pass1_wl_um: 8850
seq_power_share_pct: 28.8
yosysTopAreaCell: "mux4_1"
synthFlopType: "dfxtp_1"
final_util_pct: 37.3
ctsResizeCount: 0
place_hpwl_um: 5140
finalHoldViolCount: 0
drt_iter0_markers: 19
avgSynthCellArea_sq_um: 16.4
met1_length_um: 1980
worstPathRequired_ns: 4.16
vias_per_cell: 4.19
status: "finished clean"
ctsHoldBuffers: 0
p_clk_share_pct: 27.1
wl_met2_um: 3080
drc: 0
die_height_um: 111
path_cells: "clkdlybuf4s50_1, mux4_1, mux2_2, clkdlybuf4s50_1"
port-buffer-count: 152
power_frac_comb_pct: 44.1
crit_type: "primary input to output port"
worst_pin_slew_ns: 0.689
core-area_sq_um: 8130
synth.most_common_cell: "mux4_1"
wl_met3_um: 671
cp_max_fo: 1
seq_area_frac_synth_pct: 15.8
root_buffer: "clkbuf_8"
fin_crit_sh_pct: 72.2
fmax_mhz: 266
n_fill_cell: 778
power_density_nw_per_um2: 96.8
grt_pass1_vias: 1679
slew_headroom_pct: 54.0
regArea_sq_um: 221
post_cts_buffers: 0
min_delay_path_depth: 2
mi_logic_area_sq_um: 1090
rows: 33
wirelength_um: 5740
top_area_share_pct: 45.3
synth_cell_types: 13
yosysCellCount: 85
place_inst: 335
stdcell_count: 339
antenna_left: 0
warnings: 29
drv_cap: 0
vias: 1419
clockBufferDepth: 2
top_cells_by_area: "mux4_1, dfxtp_1, mux2_2"
final-setup-viol-count: 0
cts_tree: "done"
synth-edff-count: 0
p_sw_share_pct: 14.9
antennaDiodeCount: 0
rr_worst_depth: 4
max_stage_delay_ns: 0.53
dieArea_sq_um: 12300
clk_pin_slew_ns: 0.04
crit_top_cell: "clkdlybuf4s50_1"
die_w_um: 111
async_flop_share_pct: 0
endpoint_kind: "output port"
htree_levels: 1
worst_path_max_delay_cell: "mux4_1"
p_int_uw: 250
crit_path_start_kind: "primary input"
firstDrtPassIters: 4
syn_area_sq_um: 1390
synthTopCellsByCount: "mux4_1, mux2_2, dfxtp_1"
top_layer_used: "met4"
postSynthCellCount: 85
p_leak_uw: 0.00107
place.gp.congestion: 0.699
final_cell_area_sq_um: 3040
tns_ns: 0
post_dp_cell_area_sq_um: 2990
insertion_delay_ns: 0.23
grt_use_total_pct: 8.96
fin_crit_ns: 3.75
ys_area_sq_um: 1390
wire_per_inst_um: 16.9
fp_util_pct: 17.1
through the flow:
stage	setup slack [ns]	total power (uW)	hold WS, ns
2_1_floorplan	2.41	108	0.589
3_3_place_gp	1.42	216	0.617
3_5_place_dp	1.43	217	0.618
4_1_cts	1.43	298	0.639
5_1_grt	1.40	309	0.667
6_report	1.45	294	0.635
per-layer routing:
metal | track usage [%] | vias up
met5 | 0 | -
met4 | 0.260 | 0
met3 | 4.27 | 2
met2 | 16.8 | 84
met1 | 9.26 | 654
li1 | - | 679
critical path, delay by kind of cell:
kind / cells / cell delay, ns
buf+inv: 2 / 0.86
mux: 2 / 0.81
layout make-up:
type	count	share of cell area (%)
repair buffers	154	50.6
flip-flops and latches	11	7.29
well taps	105	4.32
multi-input cells	62	36.0
inverters	3	0.371
clock buffers	4	1.48
cell usage in the layout, fill, tap and decap left out:
cell	n
inv_1	2
clkdlybuf4s50_1	152
xnor2_1	1
mux4_2	8
mux4_1	24
ha_1	5
nand2_1	8
dfxtp_2	1
buf_4	2
inv_2	1
clkbuf_1	1
mux2_2	16
dfxtp_1	10
clkbuf_8	3
cell families (layout without fill, tap and decap cells):
logic type	count (synthesis)	after routing	share of synthesized area [%]
mux	48	48	71.2
xor+xnor	1	1	0.630
buf+inv	12	161	5.66
simple gates	8	8	2.16
fa+ha+maj	5	5	4.50
flops	11	11	15.8
flip-flops by register name, summed over array words and instances, names as in the netlist:
name	cells
row_sink	8
count	3
final timing paths:
kind            startpoint            end  slack (ns)
max          red_array[12]  red_driver[4]        1.45
max reg2reg       count[2]    row_sink[5]        3.48
min               count[1]    row_sink[7]        0.64
min reg2reg       count[1]    row_sink[7]        0.64
power groups by stage:
stage	registers (uW)	clock network, uW	logic, uW
after CTS	84.6	81.2	132
after global routing	84.4	86.3	139
final	84.6	79.7	130
Power is estimated from default activity; no workload was simulated.
